==> design/flow/run.sh <==
#!/bin/bash
# OpenROAD 26Q1-2900-gdf79404cd8, Yosys 0.63+post, stock flow scripts
make -C /OpenROAD-flow-scripts/flow DESIGN_CONFIG=/design/flow/config.mk WORK_HOME=/design/flow/orfs finish
==> design/flow/config.mk <==
export PLATFORM = sky130hd
export DESIGN_NAME = arbiter4_rr
export DESIGN_NICKNAME = arbiter4_rr
export VERILOG_FILES = /design/flow/design.v
export SDC_FILE = /design/flow/constraint.sdc
export NUM_CORES = 4
export LEC_CHECK = 1
export CORE_AREA = 10 10 96 96
export DIE_AREA = 0 0 106 106
export SYNTH_HDL_FRONTEND = slang
==> design/flow/constraint.sdc <==
current_design arbiter4_rr

set clk_period 5.5
set clk_io_pct 0.2

create_clock -name clk0 -period $clk_period [get_ports {i_clk}]

set non_clock_inputs [all_inputs -no_clocks]
set_input_delay [expr $clk_period * $clk_io_pct] -clock clk0 $non_clock_inputs
set_output_delay [expr $clk_period * $clk_io_pct] -clock clk0 [all_outputs]
==> design/flow/design.v <==
interface sample_if(input logic clk, rstz);
  logic write;   
  logic valid;
  logic [7:0] addr, data;
endinterface  
interface arbiter4_if (input logic clk);
  logic          i_valid0;
  logic [15: 0]  i_data0;
  logic          i_valid1;
  logic [15: 0]  i_data1;
  logic          i_valid2;
  logic [15: 0]  i_data2;
  logic          i_valid3;
  logic [15: 0]  i_data3;
  logic          o_valid;
  logic [15: 0]  o_data;
endinterface  
interface arbiter2_rr_if (input logic clk);
  logic          i_valid0;
  logic [15: 0]  i_data0;
  logic          i_valid1;
  logic [15: 0]  i_data1;
  logic          o_valid;
  logic [15: 0]  o_data;
endinterface  
interface inst_gen_if (input logic clk);
  logic          i_valid;
  logic [ 7: 0]  i_addr;
  logic          i_rw;
  logic [31: 0]  i_data;
  logic [31: 0]  o_data;
endinterface  
interface mem_rw_if (input logic clk);
  logic          i_valid;
  logic [ 7: 0]  i_addr;
  logic          i_rw;
  logic [31: 0]  i_data;
  logic [31: 0]  o_data;
endinterface  
module arbiter4_rr
  (
   input logic          i_clk,
   input logic          i_reset_n,
   input logic          i_valid0,
   input logic [15: 0]  i_data0,
   input logic          i_valid1,
   input logic [15: 0]  i_data1,
   input logic          i_valid2,
   input logic [15: 0]  i_data2,
   input logic          i_valid3,
   input logic [15: 0]  i_data3,
   output logic         o_valid,
   output logic [15: 0] o_data
   );
logic [ 1: 0]           r_current_ptr;
logic [ 1: 0]           w_current_ptr_next;
logic [ 1: 0]           w_idx[4];
logic [15: 0]           w_data[4];
logic [ 3: 0]           w_valids;
always_comb begin
  case (r_current_ptr)
    'h0 : begin
      w_valids = {i_valid1, i_valid2, i_valid3, i_valid0};
      w_idx    = {1, 2, 3, 0};
      w_data[3] = i_data1;
      w_data[2] = i_data2;
      w_data[1] = i_data3;
      w_data[0] = i_data0;
    end
    'h1 : begin
      w_valids = {i_valid2, i_valid3, i_valid0, i_valid1};
      w_idx    = {2, 3, 0, 1};
      w_data[3] = i_data2;
      w_data[2] = i_data3;
      w_data[1] = i_data0;
      w_data[0] = i_data1;
    end
    'h2 : begin
      w_valids = {i_valid3, i_valid0, i_valid1, i_valid2};
      w_idx    = {3, 0, 1, 2};
      w_data[3] = i_data3;
      w_data[2] = i_data0;
      w_data[1] = i_data1;
      w_data[0] = i_data2;
    end
    default begin  
      w_valids = {i_valid0, i_valid1, i_valid2, i_valid3};
      w_idx    = {0, 1, 2, 3};
      w_data[3] = i_data0;
      w_data[2] = i_data1;
      w_data[1] = i_data2;
      w_data[0] = i_data3;
    end
  endcase  
  o_valid = i_valid0 | i_valid1 | i_valid2 | i_valid3;
  casex (w_valids)
    4'b1xxx : begin o_data = w_data[3]; w_current_ptr_next = w_idx[3]; end
    4'b01xx : begin o_data = w_data[2]; w_current_ptr_next = w_idx[2]; end
    4'b001x : begin o_data = w_data[1]; w_current_ptr_next = w_idx[1]; end
    4'b0001 : begin o_data = w_data[0]; w_current_ptr_next = w_idx[0]; end
    default : begin o_data = 'h0;       w_current_ptr_next = 'h0;      end
  endcase  
end  
always_ff @ (posedge i_clk, negedge i_reset_n) begin
  if (!i_reset_n) begin
    r_current_ptr <= 'b1000;
  end else begin
    r_current_ptr <= w_current_ptr_next;
  end
end
endmodule  
==> flow_summary.toml <==
# yosys + openroad results
[final_timing]
maxSlewHeadroom_pct = 51.7
setup_violations = 0
min_period_ns = 4.87
fin_worst_skew_ns = 0.00182
timing.fmax_mhz = 205
finalHoldViolations = 0
setup_tns_ns = 0
rsz0062_at_grt = "no"
tightest_slew_ns = 0.724
holdWs_ns = 0.603
finalCritPeriodShare_pct = 88.5
drv_slew = 0

[layout]
largest_reg_flops = 4
layout-drive-gt1-share_pct = 5.14
design_area_sq_mm = 0.00310
largest_registers = "r_current_ptr x4"
regMostFlops = "r_current_ptr"
area_growth_syn_to_layout_pct = 42.9
fin_cells = 469
fillers = 725

[synthesis]
area_leaders = "a222oi_1 31%, a21boi_0 11%, o221ai_1 7.7%, inv_1 6.2%, nor3b_1 5.5%"
synthesis.instances = 311
yosys.stat.seqShare_pct = 4.67
ff_type = "dfrtp_1"
synth_area_sq_mm = 0.00217
ys_cells = 311
syn_avg_cell_area_sq_um = 6.98
netlist_top_cells_count = "67 x a222oi_1, 36 x inv_1, 32 x a21boi_0"
numSynthFlops = 4
ys_warn_count = 0
async_flop_share_pct = 100
top_cell = "a222oi_1"
yosys.area.top_type = "a222oi_1"
ys_types = 34
edf_count = 0
ys_area_sq_mm = 0.00217
top_area_share_pct = 30.9

[critical_path]
arrival_ns = 3.77
path_class = "in2out"
crit_required_ns = 4.40
critPathLaunchType = "input pin"
critPathMaxFanout = 19
cp-end-kind = "output pin"

[global_routing]
grt.met1_usage_pct = 20.9
first_global_vias = 2889
grt_max_degree = 44
use_met2_pct = 22.7
antenna_found_initial = 0
track_usage_pct = 14.6
top_usage_layer = "met2"
groute.layer.met3.usage_pct = 3.24
grt_pass1_wl_microns = 14400
overflow = 0

[cts]
clock_latency_ns = 0.22
ctsHoldBuffers = 0
postCtsSetupRepairBufs = 0
cts_max_level = 1
root_buffer = "clkbuf_8"
clockBufferDepth = 2
cts_buffers = 3
cts_tree = "yes"
cts_sinks = 4
cts_resized = 0
clk_pin_slew_ns = 0.03

[job]
warnings = 25
cap_violations = 0

[routing]
detail-route-antenna-nets = 0
drt_iter0_drc = 511
finalWirelength_microns = 8730
firstDrtPassIters = 10
via_per_inst = 6.63
routedWlPerCell_microns = 18.6
drc_errors = 0
vias = 3108
diodes = 0

[power_and_ir_drop]
ir_worst_vdd_v = 0.000178
power_density_mw_per_mm2 = 380
leakage_nw = 1.05

[placed_design]
dpl.cell_count = 465
portBuffers = 86
dpl.hpwl_microns = 6130
place_area_sq_mm = 0.00306
gp_congestion = 0.892

[die]
dieArea_sq_mm = 0.0112
die_w_microns = 106
ios = 87
die_h_microns = 106
floorplan.core_util_pct = 30.1
placementRows = 31
core_area_sq_mm = 0.00721

[hold_path]
hold_path_class = "reg2reg"

[run_status]
outcome = "complete, no violations"
==> report_power, final <==
part / switching, mW / internal (mW)
Sequential: 0.0546 / 0.0401
Clock: 0.0151 / 0.0495
Combinational: 0.502 / 0.517
Total: 0.571 / 0.606
==> metal layers <==
| metal | part of all wire (%) | vias to the layer above |
|---|---|---|
| li1 | - | 1462 |
| met1 | 45 | 1432 |
| met2 | 43 | 210 |
| met3 | 11 | 4 |
| met4 | 0.25 | 0 |
| met5 | 0 | - |
==> critical path: stages <==
cell             delay [ns]
clkdlybuf4s50_1        0.49
a222oi_1               0.68
nand4_1                0.20
a21o_1                 0.45
o221ai_1               0.33
clkdlybuf4s50_1        0.51
==> per-stage QoR <==
step / utilization, % / total power [mW] / worst slack (ns)
after floorplan: - / 0.711 / 1.91
after global placement: 42.4 / 1.10 / 0.704
after detailed placement: 42.4 / 1.10 / 0.687
after CTS: 43.0 / 1.18 / 0.650
after global routing: 43.0 / 1.30 / 0.459
final: 43.0 / 1.18 / 0.633
==> final timing paths <==
kind / cells after the start / to / from / slack [ns]
min: 2 / r_current_ptr[3]$_DFF_PN0_ / r_current_ptr[3]$_DFF_PN0_ / 0.60
min in group asynchronous: 1 / r_current_ptr[1]$_DFF_PN0_ / i_reset_n / 1.09
max: 6 / o_data[8] / i_valid1 / 0.63
min reg2reg: 2 / r_current_ptr[3]$_DFF_PN0_ / r_current_ptr[3]$_DFF_PN0_ / 0.60
max reg2reg: 5 / r_current_ptr[1]$_DFF_PN0_ / r_current_ptr[2]$_DFF_PN0_ / 2.92
max in group asynchronous: 1 / r_current_ptr[0]$_DFF_PN1_ / i_reset_n / 4.18
==> cell families after synthesis <==
kind of cell | synth area share (%)
and+or+nand+nor | 17.7
buffers and inverters | 14.6
DFF | 4.67
AOI/OAI and AO/OA | 63.0
==> placed cells by master (no fill, tap or decap), types with 2 or more instances in the layout <==
cell	instances
o21ai_0	2
buf_4	10
a222oi_1	67
a21boi_0	32
or3_1	3
clkbuf_8	3
nor3b_1	16
clkdlybuf4s50_1	86
a21oi_1	19
inv_1	36
nand2_1	4
o221ai_1	19
a211oi_1	15
a21o_1	2
dfrtp_2	2
nor4_1	16
nor2_1	21
==> final cells by class <==
| type | count | area, sq um | area share (%) |
|---|---|---|---|
| inverter | 36 | 135 | 4.35 |
| tap | 99 | 124 | 3.99 |
| timing repair buffer | 96 | 936 | 30.2 |
| clock buffer | 4 | 45.0 | 1.45 |
| sequential | 4 | 104 | 3.35 |
| multi-input combinational | 230 | 1760 | 56.7 |
Power and IR drop assume default switching activity.
