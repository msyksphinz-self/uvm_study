--- design/flow/design.v ---
interface sample_if(input logic clk, rstz);
  logic write;   
  logic valid;
  logic [7:0] addr, data;
endinterface  
interface arbiter4_if (input logic clk);
  logic          i_valid0;
  logic [15: 0]  i_data0;
  logic          i_valid1;
  logic [15: 0]  i_data1;
  logic          i_valid2;
  logic [15: 0]  i_data2;
  logic          i_valid3;
  logic [15: 0]  i_data3;
  logic          o_valid;
  logic [15: 0]  o_data;
endinterface  
interface arbiter2_rr_if (input logic clk);
  logic          i_valid0;
  logic [15: 0]  i_data0;
  logic          i_valid1;
  logic [15: 0]  i_data1;
  logic          o_valid;
  logic [15: 0]  o_data;
endinterface  
interface inst_gen_if (input logic clk);
  logic          i_valid;
  logic [ 7: 0]  i_addr;
  logic          i_rw;
  logic [31: 0]  i_data;
  logic [31: 0]  o_data;
endinterface  
interface mem_rw_if (input logic clk);
  logic          i_valid;
  logic [ 7: 0]  i_addr;
  logic          i_rw;
  logic [31: 0]  i_data;
  logic [31: 0]  o_data;
endinterface  
module mem_rw
(
 input logic          i_clk,
 input logic          i_valid,
 input logic [ 7: 0]  i_addr,
 input logic          i_rw,  
 input logic [31: 0]  i_data,
 output logic [31: 0] o_data
 );
logic [31: 0]         mem[256];
always_ff @ (posedge i_clk) begin
  if (i_valid & i_rw) begin
    mem[i_addr] <= i_data;
  end
end
always_ff @ (posedge i_clk) begin
  if (i_valid & !i_rw) begin
    o_data <= mem[i_addr];
  end
end
initial begin
  for (int i = 0; i < 256; i++) begin
    mem[i] = 'h0;
  end
end
endmodule  
--- design/flow/config.mk ---
export PLATFORM = sky130hd
export DESIGN_NAME = mem_rw
export DESIGN_NICKNAME = mem_rw
export VERILOG_FILES = /design/flow/design.v
export SDC_FILE = /design/flow/constraint.sdc
export NUM_CORES = 4
export LEC_CHECK = 1
export CORE_UTILIZATION = 40
export SYNTH_HDL_FRONTEND = slang
export SYNTH_MEMORY_MAX_BITS = 65536
--- design/flow/constraint.sdc ---
current_design mem_rw

set clk_period 53.3
set clk_io_pct 0.2

create_clock -name clk0 -period $clk_period [get_ports {i_clk}]

set non_clock_inputs [all_inputs -no_clocks]
set_input_delay [expr $clk_period * $clk_io_pct] -clock clk0 $non_clock_inputs
set_output_delay [expr $clk_period * $clk_io_pct] -clock clk0 [all_outputs]
--- design/flow/run.sh ---
#!/bin/bash
# OpenROAD 26Q1-2900-gdf79404cd8, Yosys 0.63+post, stock flow scripts
make -C /OpenROAD-flow-scripts/flow DESIGN_CONFIG=/design/flow/config.mk WORK_HOME=/design/flow/orfs finish
==> run summary <==
Worst Skew -> 0.0582 ns
H-tree depth -> 6
post-cts sizing count -> 0
Core ar. -> 770000 µm²
routed wl met3 -> 187 mm
CP Max Fanout -> 42
vias per cell -> 5.86
WL final -> 889 mm
Pre-antenna DRT Iters -> 6
worst endpoint data arrival time -> 17.13 ns
CTS tree -> yes
Log Warnings -> 27
via count -> 146000
Dominant flop cell -> edfxtp_1
initial antenna violation count -> 65
Post-DP Area -> 329000 µm²
setup_tns -> 0 ns
DP HPWL -> 522 mm
minimum clock period after layout -> 16.27 ns
cycle use final -> 0.305
Pwr Density -> 37.3 nW/µm²
Post CTS Setup Buffer Count -> 0
asr flop ratio synth -> 0
hold-fix buffers at CTS -> 0
Chip Area -> 777000 µm²
fin util -> 0.461
Seq share, synth -> 0.799
final setup vio count -> 0
final non-filler cell total -> 25000
most frequent cell after synthesis -> edfxtp_1
M1 wire length -> 249 mm
Initial Util -> 0.402
routed length per instance -> 35.6 µm
post-synthesis cell area -> 309000 µm²
RSZ-0062 raised after global routing -> false
Residual DRC -> 0
Syn Inst Count -> 13100
crit path cell chain -> buf_16, buf_4, buf_4, buf_4, buf_4, buf_4, mux4_2, a22oi_1, a21oi_1, o41ai_1, nand4_1
Setup crit start -> i_addr[0]
synth unique cells -> 20
Yosys top cell by area -> edfxtp_1
IO Port Bufs -> 74
maximum VDD drop -> 0.0000330 V
standard-cell rows -> 322
vias in the first global route -> 162000
critical path class -> primary input to flip-flop
Worst R2R Path Depth -> 6
grt ovf -> 0
first-pass GRT wire length -> 1240 mm
Max Clk Rate -> 0.0615 GHz
top layer in use -> met5
required time of the critical path -> 54.16 ns
fin. max-slew vios -> 2
Latency at later pin -> 1.16 ns
reg2reg end -> o_data[4]
area share, top type -> 0.799
Cell area leaders -> edfxtp_1 80%, mux4_2 15%, a22oi_1 2.5%
clock sink count -> 8224
GPL Wtd Cong -> 0.903
worst reg2reg setup slack -> 49.74 ns
Setup crit start kind -> primary input
Yosys warnings -> 0
Flops after synth -> 8224
slowest stage cell, crit path -> o41ai_1
CTS Buf Count -> 803
failing checks -> capacitance limit, slew limit
gr usage total -> 0.254
Hold Path Class -> flip-flop to flip-flop
largest net degree at the start of global routing -> 97
Starting DRT DRC Count -> 10700
ys cells -> 13100
CTS Buffer Depth -> 4
Most Frequent Cell on Critical Path -> buf_4
area reported by Yosys stat -> 309000 µm²
DR WL met2 -> 408 mm
final hold violations -> 0
Static Leak -> 108 nW
Commonest cells post-synth -> 8224 x edfxtp_1, 2048 x mux4_2, 1024 x a22oi_1
Worst Max-Slew Pin Slew -> 1.52 ns
status -> complete, but fails checks
Root Buffer -> clkbuf_16
worst relative slew slack -> -0.0140
DIE HEIGHT -> 881 µm
max incr delay on CP -> 1.20 ns
fin area -> 355000 µm²
CP endpoint -> o_data[26]
die width -> 881 µm
Worst-path clk slew -> 0.06 ns
Worst Setup End Kind -> flip-flop
fraction of layout cells with a size suffix above 1 -> 0.303
syn_area_per_cell -> 23.7 µm²
area grow syn2layout -> 14.7%
Max Cap Viol -> 1
Routed Antenna Nets -> 0
Post-synth EDFFs -> 8224
I/O pins -> 75
worst r2r src -> mem[59][4]
Cells after DPL -> 23500
power by group:
| part | internal, mW | switching [mW] |
|---|---|---|
| Sequential | 7.12 | 0.00871 |
| Combinational | 0.205 | 0.425 |
| Clock | 3.07 | 2.39 |
cells in the final DEF (no fill, tap or decap), drive strengths merged:
master	Yosys	final
and2	3	3
bufinv	0	56
or2	1	1
and4	1	1
nor2	259	259
clkbuf	481	1007
clkinvlp	0	15
o41ai	128	128
nor2b	7	7
mux4	2048	2048
nand2	34	34
diode	0	55
clkdlybuf4s50	0	40
nand4	32	32
clkinv	0	341
edfxtp	8224	8224
nand2b	2	2
inv	0	21
a21oi	512	512
nor3	1	1
buf	307	931
nor3b	2	2
a22oi	1024	1024
kinds of logic (layout without fill, tap and decap cells):
logic type | Yosys count | count (layout) | synth area share
flops | 8224 | 8224 | 0.799
mux | 2048 | 2048 | 0.149
compound gates | 1664 | 1664 | 0.0368
buf+inv | 788 | 2411 | 0.0109
simple gates | 342 | 342 | 0.00456
other cells | 0 | 55 | 0
worst min-delay path by stage:
stage            start  cells past startpoint         end  slack, ns
4_1_cts   mem[110][17]                      5  o_data[17]       1.13
6_report  mem[110][17]                      5  o_data[17]       1.13
5_1_grt   mem[109][17]                      5  o_data[17]       1.18
critical path, delay by kind of cell:
family	cells	cell delay, ns
buffers and inverters	6	3.56
multiplexers	1	0.58
AND/OR/NAND/NOR	1	0.17
AND-OR/OR-AND	3	1.94
sequential cells by signal (all words and copies together), names as in the netlist:
| signal | count |
|---|---|
| mem | 8192 |
| o_data | 32 |
layer usage:
metal / vias up / global-route usage
met5: - / 0.0162
met4: 77 / 0.0915
met1: 74900 / 0.265
met2: 10700 / 0.358
li1: 59000 / -
met3: 1619 / 0.237
per-stage QoR:
stage	total power, mW	hold slack, ns	setup slack [ns]
5_1_grt	13.6	1.18	36.51
4_1_cts	13.3	1.13	36.88
3_3_place_gp	7.89	1.11	34.47
2_1_floorplan	7.56	0.896	39.31
3_5_place_dp	7.90	1.10	35.64
6_report	13.2	1.13	37.03
cell type report:
type	instances	area (µm²)
well taps	10200	12800
flip-flops and latches	8224	247000
clock buffers	1007	21100
repair buffers	971	7850
fillers	61900	415000
diodes	55	138
multi-input cells	4054	62000
clock inverters	433	3950
Power and IR drop assume default switching activity.
