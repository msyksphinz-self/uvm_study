--- ./constraint.sdc ---
current_design arbiterN_rr

set clk_period 11.0
set clk_io_pct 0.2

create_clock -name clk0 -period $clk_period [get_ports {i_clk}]

set non_clock_inputs [all_inputs -no_clocks]
set_input_delay [expr $clk_period * $clk_io_pct] -clock clk0 $non_clock_inputs
set_output_delay [expr $clk_period * $clk_io_pct] -clock clk0 [all_outputs]
--- ./design.v ---
interface sample_if(input logic clk, rstz);
  logic write;   
  logic valid;
  logic [7:0] addr, data;
endinterface  
interface arbiter4_if (input logic clk);
  logic          i_valid0;
  logic [15: 0]  i_data0;
  logic          i_valid1;
  logic [15: 0]  i_data1;
  logic          i_valid2;
  logic [15: 0]  i_data2;
  logic          i_valid3;
  logic [15: 0]  i_data3;
  logic          o_valid;
  logic [15: 0]  o_data;
endinterface  
interface arbiter2_rr_if (input logic clk);
  logic          i_valid0;
  logic [15: 0]  i_data0;
  logic          i_valid1;
  logic [15: 0]  i_data1;
  logic          o_valid;
  logic [15: 0]  o_data;
endinterface  
interface inst_gen_if (input logic clk);
  logic          i_valid;
  logic [ 7: 0]  i_addr;
  logic          i_rw;
  logic [31: 0]  i_data;
  logic [31: 0]  o_data;
endinterface  
interface mem_rw_if (input logic clk);
  logic          i_valid;
  logic [ 7: 0]  i_addr;
  logic          i_rw;
  logic [31: 0]  i_data;
  logic [31: 0]  o_data;
endinterface  
module arbiterN_rr
  #(parameter N = 4)
(
 input logic          i_clk,
 input logic          i_reset_n,
 input logic [N-1: 0] i_valid,
 input logic [15: 0]  i_data[N],
 output logic         o_valid,
 output logic [15: 0] o_data
   );
logic [$clog2(N)-1: 0] r_current_ptr;
logic [$clog2(N)-1: 0] w_current_ptr_next;
logic [$clog2(N)-1: 0] w_idx[N];
logic [15: 0]          w_data[N];
logic [N-1: 0]         w_valids;
always_comb begin
  for (int i = 0; i < N; i++) begin
    logic [$clog2(N)-1: 0] idx;
    idx = r_current_ptr + i + 1 < N ? r_current_ptr + i + 1 : r_current_ptr + i + 1 - N;
    w_valids[i] = i_valid[idx];
    w_idx   [i] = idx;
    w_data  [i] = i_data[idx];
  end
  o_valid = |i_valid;
  o_data = 'h0;
  w_current_ptr_next = r_current_ptr;
  for (int i = N-1; i >= 0; i--) begin
    if (w_valids[i]) begin
      o_data = w_data[i];
      w_current_ptr_next = w_idx[i];
    end
  end
end  
always_ff @ (posedge i_clk, negedge i_reset_n) begin
  if (!i_reset_n) begin
    r_current_ptr <= 'b1000;
  end else begin
    r_current_ptr <= w_current_ptr_next;
  end
end
endmodule  
--- ./run.sh ---
#!/bin/bash
# OpenROAD 26Q1-2900-gdf79404cd8, Yosys 0.63+post, stock flow scripts
make -C /OpenROAD-flow-scripts/flow DESIGN_CONFIG=/design/flow/config.mk WORK_HOME=/design/flow/orfs finish
--- ./config.mk ---
export PLATFORM = sky130hd
export DESIGN_NAME = arbiterN_rr
export DESIGN_NICKNAME = arbiterN_rr
export VERILOG_FILES = /design/flow/design.v
export SDC_FILE = /design/flow/constraint.sdc
export NUM_CORES = 4
export LEC_CHECK = 1
export CORE_UTILIZATION = 40
export SYNTH_HDL_FRONTEND = slang
==> run summary <==
Flow results follow.

The flow ran to the end, and the final reports show no timing, DRC or antenna violations. The synthesized-area fraction occupied by and/or/nand/nor cells is 8.63%. The clock tree buffer depth is 2.

Between the synthesized netlist and the finished layout, the area growth was recorded as 37.0%. The final weighted congestion recorded by global placement is 0.815. The leading cell type by number of instances after synthesis is sky130_fd_sc_hd__mux2i_1.

The power density over cell area is 240 mW/mm^2. The main area contributors are sky130_fd_sc_hd__mux4_2 27%, sky130_fd_sc_hd__mux2i_1 22%, sky130_fd_sc_hd__o221ai_1 17%. Yosys reports the multiplexer fraction of the synthesized area as 49.1%. The post-DP HPWL is approximately 4.6 mm.

Entering global routing, the biggest net connects around 50 pins. The die area is about 0.0060 mm^2. The number of buffers inserted by post-CTS setup repair is 0. For the worst-skew pair, the clock arrives at the later sink with an insertion delay of ~210 ps. The total power after layout is around 0.74 mW.

The average cell area after synthesis is 9.58 um^2. In this run, synthesis inferred 0 flip-flops with an integrated enable. The power report puts the leakage power at 1.13 nW. The share of cells above drive strength 1 is 14.0%. The sort of element at the end of the critical path is an output pin. For reference, full adder, half adder and majority cells occupy 0% of the area reported after synthesis. After clock tree synthesis, the flow added hold-fix buffers numbering 0.

The biggest area contributor in the post-synthesis netlist is sky130_fd_sc_hd__mux4_2. The final routed DRC violation total is 0. The dominant register cell is sky130_fd_sc_hd__dfrtp_1. The cell at the root of the clock tree is sky130_fd_sc_hd__clkbuf_8. Yosys reports that the most numerous cell types are 49 x sky130_fd_sc_hd__mux2i_1, 43 x sky130_fd_sc_hd__o221ai_1, 27 x sky130_fd_sc_hd__mux4_2, 25 x sky130_fd_sc_hd__nand2_1, 17 x sky130_fd_sc_hd__buf_2.

The worst slew margin relative to its limit is 46.8%. The number of iterations in the first detailed-routing pass is 4. The number of hold violations in the final report is 0. The class of the most critical setup path is input pin to output pin. Checking hold timing, the worst path is listed with class flip-flop to flip-flop. IR analysis of the VDD net gives a maximum drop of between 0.15 and 0.2 mV.

The portion of the post-synthesis area used by sequential elements is 2.21%. Across the run, the number of max-cap violations was 0. In the CTS report, the clock slew at the register clock pins of the worst setup and hold paths is listed as 30 ps. The data arrival time of the worst path is 4650 ps. The worst register-to-register path begins at r_current_ptr[0]. The share of flip-flops with an asynchronous set or reset is 100%.

The worst hold path stage count is 2. After detailed routing, the total wire length is ~7 mm. Nets still carrying antenna violations after routing amount to 0. The cell count in the Yosys report is 236. The number of resized instances in the post-cts repair step is 0.

Timing would allow up to 0.146 GHz. The cell type of the slowest stage on the worst timing path is sky130_fd_sc_hd__clkdlybuf4s50_1. Warnings raised by the tools during the run amount to 25. The global-route total usage across every layer is around a quarter. Data on the critical path is required at its endpoint by 8800 ps. The post-placement cell area is 0.00306 mm^2. The core area is between 0.005 and 0.006 mm^2. After synthesis, the netlist uses 33 different library cells.

The routed layout has 2415 vias. The synthesized netlist devotes 30.8% of its cell area to compound gates. The first global-routing pass estimated 11.6 mm of wire. The startpoint kind of the worst setup timing path is an input pin.

Looking at the reg2reg group, the worst path ends at r_current_ptr[1]. The buffer_ports step reported a buffer count of 86. After detailed placement, the design holds a cell count of 368.

The total inserted antenna cells is 0. The routed wirelength normalized by instance count is between 15 and 20 um. The critical path's largest stage delay is about 650 ps.

The smallest clock period supported by the final layout is computed as 6850 ps. The cell sequence reported for the critical path is clkdlybuf4s50_1 -> nor3_1 -> a21oi_1 -> a21oi_2 -> buf_4 -> a221o_1 -> clkdlybuf4s50_1. The hold path endpoint is r_current_ptr[0]. At the pin with the least slew margin, the transition time is 796 ps. The mean number of vias per cell is 6.51. Looking at the critical path, the highest net fanout was 13.

The worst hold-check slack is 964 ps. The post-synthesis share of cell area spent on xor and xnor gates is 0%. TritonCTS reports the number of clock sinks as 2. The number of global-route vias before repair came to 2328. CTS added clock buffers totalling 3. For the worst min-delay path, the startpoint reported by OpenROAD is r_current_ptr[0].

The cell depth of the worst flop-to-flop path is 5. The violation count after the first detailed-routing iteration is 234. The number of antenna violations at the first check in global routing is 0. Setup total negative slack on the finished layout was measured at 0 ps. 87 I/O pins were placed. The register with the most flip-flops in the layout has 2 of them. The height of the chip is 77.2 um.

The die is 77.2 um wide. The cell repeated most along the worst path is sky130_fd_sc_hd__clkdlybuf4s50_1. The finished layout holds 371 standard cells, fillers aside. The row count is 27. The chip area line in the Yosys stat output reads 0.00226 mm^2. Setup repair after global routing left no endpoint under its margin. The area share of the leading cell type in the synthesized netlist is 26.9%.

The mapped netlist covers roughly 0.0023 mm^2. The registers reported with the highest flop counts are r_current_ptr (2). The final max-slew violation count is 0. After technology mapping, the gate count stands at 236. The worst clock skew is about 0.83 ps. The register-to-register setup slack is 8910 ps.

The starting utilization of the core area is 41.3%. The dominant combinational cell family by area after synthesis is multiplexers. The register containing the most flip-flops in the final layout is r_current_ptr. Counting the warning lines in the Yosys log gives 0. The final non-filler cell area is 0.00310 mm^2. The total overflow left after global routing is 0. From the final report, the count of setup violators was given as 0. The flip-flop and latch count after synthesis is 2. After layout, the worst path uses roughly 62% of the clock period.

The depth of the CTS H-tree is 1. The clock tree from TritonCTS is built.
[final cells by class]
class	count	area, um^2
flip-flops and latches	2	55.1
clock buffers	3	41.3
multi-input cells	200	2000
repair buffers	91	898
inverters	3	11.3
fillers	516	2370
well taps	72	90.1
[where the power goes]
| group | switching [mW] | leakage (nW) | total, mW | internal, mW |
|---|---|---|---|---|
| combinational | 0.284 | 1.09 | 0.666 | 0.383 |
| clock | 0.00603 | 0.0216 | 0.0292 | 0.0232 |
| sequential | 0.0362 | 0.0214 | 0.0485 | 0.0122 |
| total | 0.326 | 1.13 | 0.744 | 0.418 |
[per-layer routing]
metal  vias up  GRT usage (%)  wire length [um]
met5         -              0                 0
met4         0           1.70                17
met3         2           3.75               462
met2       101           36.4              3270
met1      1157           40.3              3250
li1       1155              -                 -
[worst max path at each step]
| stage | startpoint | end | slack (ps) | cells after the start |
|---|---|---|---|---|
| 4_1_cts | i_valid[2] | o_data[11] | 4160 | 7 |
| 5_1_grt | i_valid[2] | o_data[11] | 3990 | 7 |
| 6_report | i_valid[3] | o_data[11] | 4150 | 7 |
[critical path, delay by kind of cell]
| kind | cells | cell delay [ps] |
|---|---|---|
| AOI/OAI and AO/OA | 3 | 710 |
| buffers and inverters | 3 | 1390 |
| and+or+nand+nor | 1 | 330 |
[placed cells by master (no fill, tap or decap), types with 2 or more instances in the layout]
master / n
sky130_fd_sc_hd__clkdlybuf4s50_1: 86
sky130_fd_sc_hd__mux2i_1: 49
sky130_fd_sc_hd__o221ai_1: 43
sky130_fd_sc_hd__mux4_2: 27
sky130_fd_sc_hd__nand2_1: 25
sky130_fd_sc_hd__a21oi_1: 10
sky130_fd_sc_hd__a221o_1: 9
sky130_fd_sc_hd__a22o_1: 7
sky130_fd_sc_hd__buf_4: 5
sky130_fd_sc_hd__and2_0: 3
sky130_fd_sc_hd__inv_1: 3
sky130_fd_sc_hd__nor2b_1: 3
sky130_fd_sc_hd__nor2_1: 3
sky130_fd_sc_hd__clkbuf_8: 3
sky130_fd_sc_hd__o211ai_1: 2
sky130_fd_sc_hd__a32oi_1: 2
sky130_fd_sc_hd__and2b_1: 2
sky130_fd_sc_hd__a31oi_2: 2
sky130_fd_sc_hd__o21ai_0: 2
[kinds of logic (layout without fill, tap and decap cells)]
kind of cell,count (synthesis),count (layout)
AND-OR/OR-AND,82,82
buffers and inverters,34,97
flip-flops,2,2
multiplexers,77,77
AND/OR/NAND/NOR,41,41
[stage by stage]
step | util (%) | setup slack (ps)
2_1_floorplan | - | 5360
3_3_place_gp | 55.9 | 4170
3_5_place_dp | 55.9 | 4170
4_1_cts | 56.6 | 4160
5_1_grt | 56.6 | 3990
6_report | 56.6 | 4150
Power is estimated from default activity; no workload was simulated.
